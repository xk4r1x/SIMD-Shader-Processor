**flow/config.mk**
```make
export PLATFORM = sky130hd
export DESIGN_NAME = shader_core
export DESIGN_NICKNAME = shader_core
export VERILOG_FILES = /design/flow/design.v
export SDC_FILE = /design/flow/constraint.sdc
export NUM_CORES = 4
export LEC_CHECK = 1
export CORE_UTILIZATION = 30
```
**flow/constraint.sdc**
```tcl
current_design shader_core

set clk_period 13.4
set clk_io_pct 0.2

create_clock -name clk0 -period $clk_period [get_ports {clk}]

set non_clock_inputs [all_inputs -no_clocks]
set_input_delay [expr $clk_period * $clk_io_pct] -clock clk0 $non_clock_inputs
set_output_delay [expr $clk_period * $clk_io_pct] -clock clk0 [all_outputs]
```
**flow/design.v**
```verilog
module shader_core (
    input         clk,
    input         rst,
    input         write_enable,
    input  [2:0]  addr_a,
    input  [2:0]  addr_b,
    input  [2:0]  write_addr,
    input  [31:0] write_data,
    input  [1:0]  op,
    input  [3:0]  mask,
    output [31:0] result
);
   wire [31:0] vec_a;
   wire [31:0] vec_b;
   vector_register_file regfile (
       .clk(clk),
       .rst(rst),
       .write_enable(write_enable),
       .addr_a(addr_a),
       .addr_b(addr_b),
       .write_addr(write_addr),
       .write_data(write_data),
       .vec_a(vec_a),
       .vec_b(vec_b)
   );
   simd_alu alu (
       .vec_a(vec_a),
       .vec_b(vec_b),
       .mask(mask),
       .op(op),
       .result(result)
   );
endmodule
module simd_alu (
   input  [31:0] vec_a,
   input  [31:0] vec_b,
   input  [3:0]  mask,
   input  [1:0]  op,      
   output [31:0] result
);
   wire [7:0] a0 = vec_a[7:0];     
   wire [7:0] a1 = vec_a[15:8];   
   wire [7:0] a2 = vec_a[23:16];  
   wire [7:0] a3 = vec_a[31:24];   
   wire [7:0] b0 = vec_b[7:0];     
   wire [7:0] b1 = vec_b[15:8];   
   wire [7:0] b2 = vec_b[23:16];  
   wire [7:0] b3 = vec_b[31:24];   
   function [7:0] alu_lane;
      input [7:0] a, b;
      input [1:0] op;
      begin
         case(op)
            2'b00: alu_lane = a + b;
            2'b01: alu_lane = a * b;
            2'b10: alu_lane = a & b;
            2'b11: alu_lane = a | b;
         endcase
      end
   endfunction
   wire [7:0] r0 = (mask[0]) ? alu_lane(a0, b0, op) : 8'b0;
   wire [7:0] r1 = (mask[1]) ? alu_lane(a1, b1, op) : 8'b0;
   wire [7:0] r2 = (mask[2]) ? alu_lane(a2, b2, op) : 8'b0;
   wire [7:0] r3 = (mask[3]) ? alu_lane(a3, b3, op) : 8'b0;
   assign result = {r3, r2, r1, r0};
endmodule
module vector_register_file (
   input        clk,
   input        rst,
   input        write_enable,
   input  [2:0] addr_a,
   input  [2:0] addr_b,
   input  [2:0] write_addr,
   input  [31:0] write_data,
   output [31:0] vec_a,
   output [31:0] vec_b
);
   reg [31:0] reg_file [0:7];
   assign vec_a = reg_file[addr_a];
   assign vec_b = reg_file[addr_b];
   initial begin
      reg_file[0] = 32'h00000000;
      reg_file[1] = 32'h01020304;   
      reg_file[2] = 32'h05060708;   
      reg_file[3] = 32'h0C0B0A09;   
      reg_file[4] = 32'h00010002;   
      reg_file[5] = 32'hFFFFFFFF;
      reg_file[6] = 32'h00000000;
      reg_file[7] = 32'hA5A5A5A5;
   end
   always @(posedge clk) begin
      if (rst) begin
         reg_file[0] <= 32'b0;
         reg_file[1] <= 32'b0;
         reg_file[2] <= 32'b0;
         reg_file[3] <= 32'b0;
         reg_file[4] <= 32'b0;
         reg_file[5] <= 32'b0;
         reg_file[6] <= 32'b0;
         reg_file[7] <= 32'b0;
      end else if (write_enable) begin
         reg_file[write_addr] <= write_data;
      end
   end
endmodule
```
**flow/run.sh**
```bash
#!/bin/bash
# OpenROAD 26Q1-2900-gdf79404cd8, Yosys 0.63+post, stock flow scripts
make -C /OpenROAD-flow-scripts/flow DESIGN_CONFIG=/design/flow/config.mk WORK_HOME=/design/flow/orfs finish
```
==> impl_metrics.py <==
# Generated from Yosys and OpenROAD reports
metrics = {
    "yosys": {
        "synthesis.area_um2": 19700,
        "synth_seq_share": 0.390,
        "area_leaders": "edfxtp_1, mux4_2, and2_1, ha_1, fa_1",
        "ys_warn_count": 2,
        "synthArstFlopShare": 0,
        "ff_type": "edfxtp_1",
        "avgSynthCellArea_um2": 12.2,
        "ys_cells": 1619,
        "synth_cell_types": 39,
        "yosysChipArea_um2": 19700,
        "syn_inst": 1619,
        "synth_top_cell_by_area": "edfxtp_1",
        "synth-edff-count": 256,
        "synth_flops": 256,
        "top_area_frac": 0.390,
    },
    "run": {
        "warning_count": 57,
        "maxCapViolCount": 0,
    },
    "floorplan": {
        "die_x_um": 258,
        "boundaryPins": 82,
        "fp_util": 0.305,
        "fp-row-count": 93,
        "coreArea_um2": 64700,
        "dieArea_um2": 66700,
        "dieHeight_um": 258,
    },
    "placed_design": {
        "hpwlAfterDp_um": 34300,
        "portBuffers": 81,
        "gp_congestion": 0.875,
        "dpl-instance-area_um2": 21400,
        "placedCellCount": 2512,
    },
    "min_path": {
        "hp-class": "primary input to flop",
        "hold_depth": 2,
        "hold_start": "write_data[11]",
        "min_to": "regfile.reg_file[4][11]$_SDFFCE_PN0P_",
    },
    "final_timing": {
        "setup_tns_ns": 0,
        "min_period_over_period": 0.856,
        "rsz0062_at_grt": "no",
        "holdWs_ns": 2.96,
        "relSlewSlack": 0.424,
        "hold_viol": 0,
        "period_minus_slack_ns": 11.46,
        "setup_viol": 0,
        "fmax_mhz": 87.2,
        "tightest_slew_ns": 0.840,
        "finalMaxSlewViolations": 0,
    },
    "global_route": {
        "grt_use_total": 0.163,
        "grt_max_degree": 61,
        "grt_pass1_wl_um": 79000,
        "gr-total-overflow": 0,
        "antenna_found_initial": 8,
        "first_global_vias": 13200,
    },
    "cts": {
        "cts_buffers": 23,
        "post_cts_resize_count": 0,
        "clk_path_buf_depth": 3,
        "clkSlewWorstSetupHoldPaths_ns": 0.06,
        "holdBufCountCts": 0,
        "clock-sinks": 256,
        "cts_tree": "built",
        "root_buffer": "clkbuf_16",
        "cts_setup_buffers": 0,
        "ctsHtreeMaxLevel": 1,
    },
    "worst_setup_path": {
        "worstPathMaxFanout": 25,
        "required_ns": 10.72,
        "worstPathArrival_ns": 8.78,
        "start_kind": "primary input",
        "end_kind": "output pin",
        "path_class": "primary input to output pin",
    },
    "power": {
        "p_leak_nw": 8.94,
        "ir_drop_v": 0.0000660,
        "p_per_area_nw_per_um2": 126,
    },
    "detailed_routing": {
        "routedWlPerCell_um": 19.8,
        "first_pass_iters": 4,
        "drcViolationCount": 0,
        "drt-vias-per-instance": 4.84,
        "vias": 12400,
        "postRouteAntennaNets": 0,
        "drt-initial-drc-count": 630,
        "drt-total-wl_um": 50600,
    },
    "layout": {
        "largest-register": "regfile.reg_file",
        "comb_area_um2": 10800,
        "largest_register_ff_count": 256,
        "final_cell_mix": "and2_1, edfxtp_1, inv_1",
        "layoutNonFillerInstCount": 2552,
        "fin_area_um2": 22100,
        "regArea_um2": 7690,
        "reg.largest.list": "regfile.reg_file: 256 flops",
        "layout_top_cell": "and2_1",
        "drive_gt1_frac": 0.136,
        "syn_to_final_growth_pct": 12.0,
        "nFillCells": 6273,
    },
    "run_status": {
        "status": "complete, no violations",
    },
}
-- stage by stage --
stage	worst slack [ns]	power [mW]	utilization
2_1_floorplan	3.75	1.86	-
3_3_place_gp	1.94	2.16	0.330
3_5_place_dp	1.96	2.16	0.330
4_1_cts	1.92	2.82	0.341
5_1_grt	1.54	3.00	0.341
6_report	1.94	2.79	0.341
-- worst max-delay path, stage by stage --
cell             delay [ns]
buf_4                  0.45
buf_4                  0.53
mux4_2                 0.56
mux2i_1                0.51
inv_1                  0.15
ha_1                   0.30
fa_1                   0.45
ha_1                   0.32
fa_1                   0.48
inv_1                  0.05
fa_1                   0.48
inv_1                  0.04
ha_1                   0.30
a21oi_1                0.19
xnor2_1                0.19
xnor2_2                0.15
xnor2_1                0.10
a211oi_1               0.30
clkdlybuf4s50_1        0.52
-- cell usage after synthesis (3+ instances only) --
cell type  count
nor2_1       108
mux4_2       107
edfxtp_1     256
a21oi_1       42
xor2_1        15
or3_1          4
xnor2_1       58
o211ai_1       9
mux2i_4        7
nor2_2         4
inv_1        181
buf_4         16
xnor3_1        4
buf_2          9
o21bai_1       6
xnor2_2        3
o211a_1       13
and2_1       269
a211oi_1       3
clkbuf_1      35
fa_1          52
mux2i_1       68
buf_1          6
ha_1         128
inv_2          4
nand2_1       91
buf_12         5
buf_6          8
o21ai_0       38
a21o_1        16
mux2i_2       16
mux4_1        21
or2_2          8
-- area by class of cell --
cell class / count / share of cell area
multi-input cells: 1099 / 0.491
flip-flops and latches: 256 / 0.348
well taps: 855 / 0.0485
repair buffers: 117 / 0.0477
inverters: 185 / 0.0315
clock buffers: 29 / 0.0271
clock inverters: 10 / 0.00539
diodes: 1 / 0.000113
-- metal layers --
| layer | vias to the layer above | routed length, µm | GRT usage |
|---|---|---|---|
| met5 | - | 94 | 0.00285 |
| met4 | 14 | 537 | 0.0161 |
| met3 | 57 | 6430 | 0.0937 |
| met2 | 555 | 23000 | 0.247 |
| met1 | 5952 | 20600 | 0.217 |
| li1 | 5774 | - | - |
-- power breakdown --
part | internal, mW | leakage [nW] | switching (mW)
logic | 0.572 | 6.14 | 0.609
clock network | 0.372 | 0.349 | 0.278
registers | 0.933 | 2.45 | 0.0245
total | 1.88 | 8.94 | 0.912
-- worst max path at each step --
| stage | cells after the start | slack [ns] | to | startpoint |
|---|---|---|---|---|
| final | 19 | 1.94 | result[31] | addr_a[1] |
| after global routing | 19 | 1.54 | result[31] | addr_a[1] |
| after CTS | 19 | 1.92 | result[31] | addr_a[1] |
-- logic make-up (layout without fill, tap and decap cells) --
| group | Yosys count | count (layout) | synth area share |
|---|---|---|---|
| buf+inv | 264 | 341 | 0.0611 |
| mux | 219 | 219 | 0.204 |
| xor+xnor | 80 | 80 | 0.0395 |
| compound gates | 128 | 128 | 0.0405 |
| simple gates | 492 | 492 | 0.131 |
| other cells | 0 | 1 | 0 |
| flops | 256 | 256 | 0.390 |
| fa+ha+maj | 180 | 180 | 0.134 |
Power is estimated from default activity; no workload was simulated.
